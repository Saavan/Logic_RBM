File: design/flow/design.v
`timescale 1ns / 10ps
module lfsr_lookahead # (
	parameter LENGTH = 16,
	parameter N = 1,
	parameter [LENGTH-1:0] TAPS = 16'b1011010000000000,
	parameter [LENGTH-1:0] SEED = 16'hcafe
) (
	input clk, rst,
	output[N-1:0] out
);
	reg[LENGTH-1:0] s_reg;
	initial s_reg = SEED;
	reg[N-1:0] next;
	wire [LENGTH + N-1:0] long_taps = {TAPS, {N{1'b0}}}; 
	integer j;
	always @(*) begin
        for(j = 0; j < N; j = j+1) begin
            next[N-j-1] = ~^({s_reg, next} & (long_taps>>j));
        end	   
	end
	always @(posedge clk) begin
		if (rst)
			s_reg <= SEED;
		else begin
			s_reg[N +: LENGTH - N] <= s_reg[0 +: LENGTH-N];
			s_reg[0 +: N] <= next;
		end
	end
	assign out = s_reg[LENGTH-1 -: N];
endmodule
File: design/flow/run.sh
#!/bin/bash
# OpenROAD 26Q1-2900-gdf79404cd8, Yosys 0.63+post, stock flow scripts
make -C /OpenROAD-flow-scripts/flow DESIGN_CONFIG=/design/flow/config.mk WORK_HOME=/design/flow/orfs finish
File: design/flow/config.mk
export PLATFORM = sky130hd
export DESIGN_NAME = lfsr_lookahead
export DESIGN_NICKNAME = lfsr_lookahead
export VERILOG_FILES = /design/flow/design.v
export SDC_FILE = /design/flow/constraint.sdc
export NUM_CORES = 4
export LEC_CHECK = 1
export CORE_AREA = 10 10 77 77
export DIE_AREA = 0 0 87 87
File: design/flow/constraint.sdc
current_design lfsr_lookahead

set clk_period 1.6
set clk_io_pct 0.2

create_clock -name clk0 -period $clk_period [get_ports {clk}]

set non_clock_inputs [all_inputs -no_clocks]
set_input_delay [expr $clk_period * $clk_io_pct] -clock clk0 $non_clock_inputs
set_output_delay [expr $clk_period * $clk_io_pct] -clock clk0 [all_outputs]
==> GITHUB_STEP_SUMMARY <==
### Yosys + OpenROAD results

| Metric | Value |
|---|---|
| Status | finished clean |
| Crit share post-route | 85.9% |
| PD cells | ~1400 nW/um^2 |
| P_leak | approximately 0.21 nW |
| Setup CP Type | flip-flop to primary output |
| Critical Path RT | around 1.3 ns |
| Total grt overflow | 0 |
| Num CTS Buffers | 3 |
| Max-cap violations | 0 |
| CP peak stage delay | 0.47 ns |
| Total Power | ~0.8 mW |
| Largest net degree at the start of global routing | 17 |
| Initial core utilization | 10.3% |
| P_int | 0.661 mW |
| TritonCTS clock tree | yes |
| Syn avg cell area | 12.5 sq um |
| Area reported by Yosys stat | 449 sq um |
| Pre-CTS setup slack | about 0.15 ns |
| Post-CTS resize count | 0 |
| TNS Setup | 0 ns |
| Slowest cell on crit path | clkdlybuf4s50_1 |
| Die height | 87 microns |
| Synthesized registers | 16 |
| Synth Instances | 36 |
| Critical path arrival | 1.05 ns |
| Clock network fraction of design power | 42.1% |
| Max reg flops | 16 |
| Crit-path cells | clkdlybuf4s50_1 |
| CTS Buffer Depth | 2 |
| Ys Warns | 1 |
| R2R Path End | s_reg[0]$_SDFF_PP0_ |
| Vias | between 200 and 250 |
| Crit path depth | 1 |
| Final Critical Period | 1.37 ns |
| Area leader, netlist | dfxtp_1 |
| Avg Vias per Cell | 2.42 |
| H-tree levels | 1 |
| Vias in the first global route | 234 |
| Final slew viol count | 0 |
| Clock transition at path regs | ~0.060 ns |
| Hold path depth | 1 |
| Die X | 87 microns |
| Top cells by area | dfxtp_1 71%, or2_1 13%, nor2b_1 5.6% |
| Post-detailed-route count of antenna-violating nets | 0 |
| CP max FO | 2 |
| Slew headroom | 72.3% |
| Root buffer cell | clkbuf_8 |
| Core Region | roughly 4400 sq um |
| Startpoint Class | flip-flop |
| Total Wirelength | slightly below 600 microns |
| RSZ-0062 raised after global routing | false |
| Slew @ Worst Pin | 0.414 ns |
| Layout area overhead | 30.1% |
| Initial DRC Count | 12 |
| Initial antenna violation count | 0 |
| Switching share of power | 17.8% |
| WP buf/inv | 1 |
| I/O pin cnt | 3 |
| Hold bufs inserted after CTS | 0 |
| Clk latency late pin | 0.24 ns |
| Yosys cell count | 36 |
| Hold Path Class | flip-flop to flip-flop |
| RePlAce Congestion | roughly 0.74 |
| Reg2reg path depth | 3 |
| Crit path max-delay family | buffers and inverters |
| Flop-to-flop setup slack | 0.74 ns |
| Cell Type Count | 8 |
| FF-to-FF Start | s_reg[15]$_SDFF_PP1_ |
| Post-synthesis sequential area ratio | between 70% and 80% |
| Setup Fix Bufs, Post-CTS | 0 |
| Sequential share of power | 53.4% |
| Tool warning count | 25 |
| DP HPWL | 377 microns |
| Hold path startpoint | s_reg[8]$_SDFF_PP0_ |
| Clock Skews | 0.00239 ns |
| Clock sink count | 16 |
| Detailed-route DRC error count | 0 |
| ANT cells | 0 |
| Final Hold Fails | 0 |
| Fmax | 728 MHz |
| TritonRoute pass-1 iters | 3 |
| Total Routing Usage GR | 1.76% |
| Setup ws final | around 0.23 ns |
| Post-DR wirelength/cell | 6.23 microns |
| Max VDD drop | 0.378 mV |
| Crit. End Element | primary output |
| Final-report setup violation count | 0 |
| Logic pwr share | between 4 and 5% |
| Syn Std Cell Area | 449 sq um |
| Die Size | ~7600 sq um |
| Hold Path End | s_reg[9]$_SDFF_PP1_ |
| Row cnt | 24 |
| Layout cells sized above 1 | 14.6% |
| Psw | about 0.14 mW |
| First-pass GRT wire length | 1.00 mm |
| Synth top area share | 71.3% |
| IO buf count | 2 |
## metrics by stage
stage	hold slack [ns]	utilization, %	area, sq um	instances
floorplan	0.383	-	449	36
global placement	0.388	12.2	529	89
detailed placement	0.390	12.2	529	89
CTS	0.403	13.4	584	93
global route	0.428	13.4	584	93
finish	0.399	13.4	584	93
## Yosys cell counts
master   count
dfxtp_1     16
xnor2_1      2
nor2_1       1
or2_2        2
nor2b_1      4
or2_1        9
xor2_1       1
buf_2        1
## power by group through the flow
stage	clock (mW)	sequential, mW	combinational [mW]
after global routing	0.362	0.432	0.0416
after CTS	0.350	0.430	0.0368
final	0.339	0.430	0.0358
## how the worst max path moves through the flow
stage | endpoint | start | slack (ns)
4_1_cts | out[0] | s_reg[15]$_SDFF_PP1_ | 0.21
5_1_grt | out[0] | s_reg[15]$_SDFF_PP1_ | 0.19
6_report | out[0] | s_reg[15]$_SDFF_PP1_ | 0.23
## area by class of cell
type	count	area (sq um)
Clock buffer	4	55.1
Fill cell	464	3770
Multi-Input combinational cell	19	124
Sequential cell	16	320
Tap cell	52	65.1
Timing Repair Buffer	2	20.0
## routing by layer
metal / GRT usage (%) / part of all wire [%]
met5: 0 / 0
met4: 0.147 / 0
met3: 2.08 / 16
met2: 2.20 / 34
met1: 1.96 / 50
## kinds of logic after synthesis
logic type / count (synthesis) / share of synthesized area (%)
DFF: 16 / 71.3
buffers and inverters: 1 / 1.11
xor gates and xnor gates: 3 / 5.85
and+or+nand+nor: 16 / 21.7
## cells in the final DEF, fill, tap and decap left out
master,synthesis,final
clkbuf_8,0,4
clkdlybuf4s50_1,0,2
dfxtp_1,16,16
nor2_1,1,1
nor2b_1,4,4
or2_1,9,9
or2_2,2,2
xnor2_1,2,2
xor2_1,1,1
Power figures rest on the tool's default switching activity, not on a simulated workload.
