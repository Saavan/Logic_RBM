**/design/flow/design.v**
```verilog
`timescale 1ns / 10ps
module adder_tree # (
  	parameter PRECISION_BITS = 32,
  	parameter NUM_NODES = 4,
  	parameter RBM_CLOCK_FREQ = 50_000_000
)(
  	input clk,       
  	input [PRECISION_BITS*NUM_NODES - 1:0] addends ,  
  	output reg [PRECISION_BITS - 1:0] result  
);
    integer i;
    reg [PRECISION_BITS - 1:0] temp_data;
    always @* begin
         temp_data = 0;
        for (i = 0; i < NUM_NODES; i = i + 1) 
            temp_data = temp_data + addends[i*PRECISION_BITS +: PRECISION_BITS];
        result = temp_data;
    end
endmodule
`timescale 1ns / 10ps
module vecmul # (
  parameter PRECISION_BITS = 32,
  parameter NUM_NODES = 4,
  parameter RBM_CLOCK_FREQ = 50_000_000,
  parameter OVERFLOW_BITS = 8
) (
  input clk,       
  input[NUM_NODES - 1:0] nodes,    
  input [PRECISION_BITS*NUM_NODES - 1:0] weights,  
  output reg [(PRECISION_BITS + OVERFLOW_BITS) - 1:0] product  
);
  localparam PAD_BITS = PRECISION_BITS + OVERFLOW_BITS;
  localparam MAX_POS = {1'b0, {(PRECISION_BITS-1){1'b1}}};
  localparam MAX_NEG = {1'b1, {(PRECISION_BITS-2){1'b0}}, 1'b1};
  wire [PAD_BITS*NUM_NODES - 1:0] masked_weights;
  genvar i;
  generate
    for (i = 0; i < NUM_NODES; i = i + 1) begin
          wire [PRECISION_BITS - 1:0] weight = weights[PRECISION_BITS*i +: PRECISION_BITS];
          wire [PAD_BITS - 1:0] pad_weight = $signed(weight);
          assign masked_weights[PAD_BITS*(i + 1) - 1: PAD_BITS*i] = (nodes[i]) ? pad_weight : {PAD_BITS{1'b0}};   
    end
  endgenerate
  wire [PAD_BITS - 1:0] pad_out;
  adder_tree  #(
    .PRECISION_BITS(PAD_BITS),
    .NUM_NODES(NUM_NODES),
    .RBM_CLOCK_FREQ(RBM_CLOCK_FREQ)
  ) tree (
    .clk(clk),
    .addends(masked_weights),
    .result(pad_out)
  );
  reg [PAD_BITS - 1:0] pad_reg;
  always @(posedge clk) begin
    pad_reg <= pad_out;
  end
  always @* begin
    product = pad_reg;
  end
endmodule
```
**/design/flow/run.sh**
```bash
#!/bin/bash
# OpenROAD 26Q1-2900-gdf79404cd8, Yosys 0.63+post, stock flow scripts
make -C /OpenROAD-flow-scripts/flow DESIGN_CONFIG=/design/flow/config.mk WORK_HOME=/design/flow/orfs finish
```
**/design/flow/config.mk**
```make
export PLATFORM = sky130hd
export DESIGN_NAME = vecmul
export DESIGN_NICKNAME = vecmul
export VERILOG_FILES = /design/flow/design.v
export SDC_FILE = /design/flow/constraint.sdc
export NUM_CORES = 4
export LEC_CHECK = 1
export CORE_UTILIZATION = 30
```
**/design/flow/constraint.sdc**
```tcl
current_design vecmul

set clk_period 14.1
set clk_io_pct 0.2

create_clock -name clk0 -period $clk_period [get_ports {clk}]

set non_clock_inputs [all_inputs -no_clocks]
set_input_delay [expr $clk_period * $clk_io_pct] -clock clk0 $non_clock_inputs
set_output_delay [expr $clk_period * $clk_io_pct] -clock clk0 [all_outputs]
```
==> run_results.csv <==
group,metric,value,unit
floorplan,chipArea,17700,um2
sta,tightest_slew,0.478,ns
setup_path,worst-setup-path-type,"input pin to flip-flop",
synthesis,ys_chip_area,5160,um2
synthesis,yosysTopAreaCell,"fa_1",
sta,period_used_share,49.3,%
clocking,numCtsBuffers,5,
floorplan,rows,47,
pwr,ir_worst_vdd,92.8,uV
clocking,hold_buffers,0,
hold_path,min_path_type,"input pin to flip-flop",
place,portBuffers,172,
sta,min_period,6.94,ns
grt,grt_max_degree,33,
clocking,cts_max_level,2,
floorplan,fp_util,30.9,%
detailed_routing,wl,13800,um
sta,finalHoldViolCount,0,
synthesis,synth-edff-count,0,
setup_path,critPathTopFamily,"adder cells",
final_layout,lay_top_cells,"clkdlybuf4s50_1 (172), inv_1 (129), and2_1 (92)",
sta,rsz0062_at_grt,"no",
status,status,"finished, final reports clean",
floorplan,pin_count,173,
setup_path,crit_required,14.27,ns
floorplan,core_area,16700,um2
clocking,path_clk_slew,0.07,ns
final_layout,design_area,7280,um2
detailed_routing,vias,4498,
grt,grt-ovfl-total,0,
grt,track_usage,17.0,%
pwr,power_density,110,nW/um2
setup_path,cpPeakStageDelay,0.55,ns
grt,grt_pass1_vias,4625,
sta,clock.fmax,0.144,GHz
floorplan,dieHeight,133,um
clocking,cts_tree,"done",
sta,slew_violations,0,
final_layout,area_growth,41.0,%
synthesis,ys.flop_type,"dfxtp_1",
setup_path,worst-path-buf-inv,3,
place,gp_congestion,0.853,
clocking,cts-resized-gates,0,
place,hpwl,11500,um
setup_path,worst_path_max_delay_cell,"fa_1",
pwr,leakagePower,0.00343,uW
detailed_routing,antenna_left,0,
synthesis,syn_inst,631,
place,postPlaceCellArea,7110,um2
detailed_routing,via_per_inst,4.43,
synthesis,synth_cell_types,54,
synthesis,ys_seq_share,15.5,%
detailed_routing,first_iter_violations,208,
clocking,clock-root-buffer,"clkbuf_16",
synthesis,area_leaders,"fa_1 (25%), dfxtp_1 (16%), and2_1 (11%)",
flow_run,cap_violations,0,
sta,setup_violations,0,
setup_path,crit_top_cell,"fa_1",
setup_path,worst_ep_arrival_time,7.11,ns
grt,grt_pass1_wl,23200,um
clocking,cts_setup_buffers,0,
sta,max_slew_margin,67.8,%
sta,setup_tns,0,ns
synthesis,syn-cell-area,5160,um2
detailed_routing,antenna_cells,0,
floorplan,die_w,133,um
final_layout,mostFrequentLayoutCell,"clkdlybuf4s50_1",
detailed_routing,drcViolationCount,0,
setup_path,crit_path_max_fanout,32,
synthesis,synth_warnings,2,
setup_path,start_kind,"input pin",
detailed_routing,drt-pass1-iter-count,6,
synthesis,top_cell_area_share,25.2,%
setup_path,endpoint_kind,"flip-flop",
clocking,cts_buffer_depth,2,
final_layout,layout-drive-gt1-share,3.52,%
grt,grt_antenna_before_repair,0,
final_layout,largest_reg_flops,40,
clocking,clock-sinks,40,
synthesis,avgSynthCellArea,8.18,um2
synthesis,ys_cells,631,
flow_run,tool_warnings,25,
detailed_routing,wl_per_cell,13.6,um
setup_path,crit_chain,"clkdlybuf4s50_1 > buf_4 > and2_1 > fa_1 > fa_1 > ha_1 > inv_1 > fa_1 > nand2b_1 > a21oi_1 > o21ai_2 > o211ai_2 > a31o_2 > nand3_2 > o31ai_4 > o41ai_1",
synthesis,synth-async-reset-ratio,0,%
synthesis,ys_seq_elements,40,
stage by stage:
| stage | util, % | std cells | hold slack (ns) | power [uW] | worst slack, ns |
|---|---|---|---|---|---|
| 2_1_floorplan | - | 631 | 3.07 | 445 | 7.85 |
| 6_report | 43.6 | 1015 | 3.23 | 797 | 7.16 |
| 3_3_place_gp | 42.6 | 1007 | 3.48 | 674 | 6.95 |
| 3_5_place_dp | 42.6 | 1007 | 3.48 | 669 | 6.86 |
| 4_1_cts | 43.6 | 1015 | 3.22 | 812 | 7.16 |
| 5_1_grt | 43.6 | 1015 | 3.25 | 875 | 6.85 |
report_power, final:
part           switching, uW  internal [uW]  total [uW]
clock                   50.8           83.3         134
sequential              17.3            174         191
combinational            215            258         473
total                    283            514         797
cells in the mapped netlist (all sizes together) (6+ instances only):
cell and n:
nand2b 6, nor3 7, inv 129, ha 34
xor2 13, and2 92, fa 65, a21o 14
clkbuf 19, xnor2 16, dfxtp 40, nand2 60
nor2 20, a21oi 41, o21ai 27, nand3 6
cell families (layout without fill, tap and decap cells):
kind of cell	Yosys count	count (layout)	share of synthesized area, %
compound gates	111	111	14.5
mux	1	1	0.194
fa+ha+maj	99	99	33.5
flops	40	40	15.5
simple gates	202	202	20.5
buf+inv	149	313	10.9
xor+xnor	29	29	4.92
layer usage:
layer	GRT usage, %	routed length, um	up-vias
li1	-	-	2285
met1	27.4	6880	2052
met2	25.1	5840	151
met3	3.34	976	10
met4	1.39	127	0
met5	0	0	-
path summary, 6_finish.rpt:
kind / startpoint / end / slack [ns] / cells after the start
setup / recovery: nodes[1] / pad_reg[37] / 7.16 / 16
hold / removal: weights[96] / pad_reg[0] / 3.23 / 3
cell type report:
type | instances | area (um2)
Timing Repair Buffer | 176 | 1750
Inverter | 129 | 484
Clock buffer | 5 | 125
Tap cell | 220 | 275
Clock inverter | 3 | 42.5
Multi-Input combinational cell | 442 | 3800
Sequential cell | 40 | 801
Fill cell | 1662 | 9420
tightest hold or removal path: cells and delay by family:
kind / cells / cell delay (ns)
AND/OR/NAND/NOR: 1 / 0.12
buffers and inverters: 1 / 0.44
adder cells (fa/ha/maj): 1 / 0.12
Power is estimated from default activity; no workload was simulated.
